File: /design/flow/design.v
`timescale 1ns / 1ps
module MUX_4 (
    input [1:0] s,
    input [31:0] MUXinput1, 
    input [31:0] MUXinput2, 
    input [31:0] MUXinput3, 
    input [31:0] MUXinput4,
    output reg [31:0] MUXoutput
);
    initial begin MUXoutput = 0; end
    always @ (*) begin
        case (s)
            2'b00: begin MUXoutput = MUXinput1; end
            2'b01: begin MUXoutput = MUXinput2; end
            2'b10: begin MUXoutput = MUXinput3; end
            2'b11: begin MUXoutput = MUXinput4; end
            default: begin MUXoutput = 0; end
        endcase
    end
endmodule
module MUX_8 (
    input [1:0] s,
    input [31:0] MUXinput1, 
    input [31:0] MUXinput2, 
    input [31:0] MUXinput3, 
    input [31:0] MUXinput4,
    input [31:0] MUXinput5, 
    input [31:0] MUXinput6, 
    input [31:0] MUXinput7, 
    input [31:0] MUXinput8,
    output reg [31:0] MUXoutput
);
    initial begin MUXoutput = 0; end
    always @ (*) begin
        case (s)
            3'b000: begin MUXoutput = MUXinput1; end
            3'b001: begin MUXoutput = MUXinput2; end
            3'b010: begin MUXoutput = MUXinput3; end
            3'b011: begin MUXoutput = MUXinput4; end
            3'b100: begin MUXoutput = MUXinput5; end 
            3'b101: begin MUXoutput = MUXinput6; end 
            3'b110: begin MUXoutput = MUXinput7; end 
            3'b111: begin MUXoutput = MUXinput8; end
            default: begin MUXoutput = 0; end
        endcase
    end
endmodule
File: /design/flow/run.sh
#!/bin/bash
# OpenROAD 26Q1-2900-gdf79404cd8, Yosys 0.63+post, stock flow scripts
make -C /OpenROAD-flow-scripts/flow DESIGN_CONFIG=/design/flow/config.mk WORK_HOME=/design/flow/orfs finish
File: /design/flow/config.mk
export PLATFORM = sky130hd
export DESIGN_NAME = MUX_8
export DESIGN_NICKNAME = MUX_8
export VERILOG_FILES = /design/flow/design.v
export SDC_FILE = /design/flow/constraint.sdc
export NUM_CORES = 4
export LEC_CHECK = 1
export CORE_AREA = 10 10 119 119
export DIE_AREA = 0 0 129 129
File: /design/flow/constraint.sdc
current_design MUX_8

set clk_period 1.1
set clk_io_pct 0.2

create_clock -name clk0 -period $clk_period

set non_clock_inputs [all_inputs -no_clocks]
set_input_delay [expr $clk_period * $clk_io_pct] -clock clk0 $non_clock_inputs
set_output_delay [expr $clk_period * $clk_io_pct] -clock clk0 [all_outputs]
==> results.yml <==
# generated from flow reports
power_and_ir_drop:
  power.density_cell_area_nw_per_um2: 317
  p_total_mw: 0.757
  peakVddDrop_mv: 0.143
  static_leakage_nw: 1.10
route:
  drt-vias-per-instance: 3.50
  detail_route.first_pass.iterations: 2
  drt_iter0_drc: 16
  avgRoutedWirePerCell_um: 18.8
  detail-route-antenna-nets: 0
  drt-total-wl_um: 6550
  post-route-drc-count: 0
  via_count: 1219
global_route:
  grtUsageTotal_pct: 7.31
  grt_first_pass_wirelength_um: 9070
  largest_net_degree_at_the_start_of_global_routing: 19
  grt.overflow.total: 0
  number_of_antenna_violations_at_the_first_check_in_global_routing: 4
  first_global_vias: 1450
synth:
  synth.most_common_cell: "sky130_fd_sc_hd__mux4_2"
  synthMuxAreaShare_pct: 89.4
  yosys.area_share.aoi_pct: 0
  synth-cells-yosys: 39
  synthesized_netlist_cell_count: 39
  yosysTopAreaCell: "sky130_fd_sc_hd__mux4_2"
  avgSynthCellArea_sq_um: 20.9
  share_of_synthesized_cell_area_in_and_or_nand_and_nor_gates_pct: 0
  synth_largest_type_area_fraction_pct: 82.9
  syn-cell-area_sq_um: 815
  synth_cell_types: 5
  ys_seq_share_pct: 0
  ranking_of_synthesized_cells_by_area: "sky130_fd_sc_hd__mux4_2, sky130_fd_sc_hd__buf_12, sky130_fd_sc_hd__mux4_1"
  synth-xor-area-share_pct: 0
  netlist_top_cells_count: "sky130_fd_sc_hd__mux4_2, sky130_fd_sc_hd__buf_12, sky130_fd_sc_hd__buf_2, sky130_fd_sc_hd__mux4_1, sky130_fd_sc_hd__buf_6"
  ys_sh_adder_pct: 0
  ys_chip_area_sq_um: 815
  ys_top_logic_family: "multiplexers"
  count_of_synthesis_stage_warnings_from_yosys: 1
worst_setup_path:
  cp-end-kind: "output port"
  timing_worst_setup_path_type: "in2out"
  timing.critical_path.fanout_max: 7
  cp.required_ns: 0.88
  arrival_worst_endpoint_ns: 1.13
  critPathLaunchType: "input pin"
floorplan:
  chipWidth_um: 129
  num_io_pins: 290
  std_cell_rows: 39
  die_area_sq_um: 16600
  floorplan.initialDensity_pct: 7.07
  die.size.y_um: 129
  design.core.area_sq_um: 11500
final_layout:
  finish.instance_area_sq_um: 2390
  layout-drive-gt1-share_pct: 36.6
  areaGrowthSynthToFinish_pct: 193
  clock_buffers: 0
  sequential_cell_total: 0
  seqCellArea_sq_um: 0
place:
  placement_stage_worst_setup_slack_ns: -0.736
  gp_congestion: 0.776
  placed_instance_area_sq_um: 2610
  io_buffers: 162
  dp.final_hpwl_um: 5900
sta:
  fmaxAchievable_ghz: 0.741
  final_min_period_over_clock_period_pct: 123
  report.final.hold_viol_count: 0
  fin_crit_ns: 1.35
  fin_tns_setup_ns: -7.19
  worst_pin_slew_ns: 0.112
  worst_slack_setup_final_ns: -0.250
  slew_viol_final: 0
  slew_headroom_pct: 92.5
  grt_setup_unrepaired: "true"
  setup-violations-final: 32
cts:
  hold_buf_cts: 0
  post_cts_setup_repair_buffer_count: 0
outcome:
  outcome: "finished, violations left"
  failing_checks: "setup timing"
run:
  log.warning_count: 163
  cap_viol_max_count: 0
hold_path:
  hold_path.class: "in2out"
==> cell type report <==
class / instances / area [sq um]
Fill cell: 1318 / 9130
Timing Repair Buffer: 170 / 1480
Multi-Input combinational cell: 32 / 721
Tap cell: 143 / 179
Antenna cell: 3 / 7.51
==> power by group <==
part	leakage [nW]	switching, mW	total, mW	internal (mW)
registers	0	0	0	0
logic	1.10	0.199	0.757	0.558
clock network	0.0000190	0	0.000000365	0.000000365
==> per-layer routing <==
layer | GRT usage (%) | share of wire (%) | vias to the layer above
met2 | 12.0 | 46 | 100
li1 | - | - | 538
met5 | 0 | 0.20 | -
met3 | 4.25 | 16 | 2
met4 | 0 | 0.015 | 2
met1 | 8.66 | 38 | 577
==> final timing paths <==
path / startpoint / endpoint / slack, ns / depth (start not counted)
max: s[0] / MUXoutput[9] / -0.25 / 4
min: MUXinput4[10] / MUXoutput[10] / 0.92 / 3
==> cell families after synthesis <==
logic type,Yosys count
buffers and inverters,7
multiplexers,32
==> worst max-delay path: stages <==
cell and delay, ns:
sky130_fd_sc_hd__buf_16 0.12, sky130_fd_sc_hd__buf_12 0.14, sky130_fd_sc_hd__mux4_2 0.50, sky130_fd_sc_hd__buf_2 0.14
==> cells in the final DEF (no fill, tap or decap) <==
cell / Yosys / final
sky130_fd_sc_hd__buf_12: 3 / 4
sky130_fd_sc_hd__dlygate4sd2_1: 0 / 128
sky130_fd_sc_hd__buf_16: 0 / 3
sky130_fd_sc_hd__buf_6: 1 / 2
sky130_fd_sc_hd__diode_2: 0 / 3
sky130_fd_sc_hd__mux4_2: 30 / 32
sky130_fd_sc_hd__buf_2: 3 / 32
sky130_fd_sc_hd__buf_8: 0 / 1
==> through the flow <==
stage               util [%]  hold slack, ns  std cells
finish                  20.7           0.920        348
detailed placement      22.7            1.37        343
global placement        22.7            1.37        343
floorplan                  -           0.526         39
global route            20.7           0.942        347
CTS                     20.7           0.924        345
==> timing repair <==
item,CTS,global route
setup endpoints to repair,32,32
pin swaps,0,0
gates resized,243,0
cloned,2,0
Power figures rest on the tool's default switching activity, not on a simulated workload.
