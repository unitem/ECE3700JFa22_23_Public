==> design/flow/config.mk <==
export PLATFORM = sky130hd
export DESIGN_NAME = CPU
export DESIGN_NICKNAME = CPU
export VERILOG_FILES = /design/flow/design.v
export SDC_FILE = /design/flow/constraint.sdc
export NUM_CORES = 4
export LEC_CHECK = 1
export CORE_AREA = 10 10 70 70
export DIE_AREA = 0 0 80 80
==> design/flow/constraint.sdc <==
current_design CPU

set clk_period 2.1
set clk_io_pct 0.2

create_clock -name clk0 -period $clk_period [get_ports {clock}]

set non_clock_inputs [all_inputs -no_clocks]
set_input_delay [expr $clk_period * $clk_io_pct] -clock clk0 $non_clock_inputs
set_output_delay [expr $clk_period * $clk_io_pct] -clock clk0 [all_outputs]
==> design/flow/design.v <==
`timescale 1ns / 1ps
module CPU (
    input  hit_miss,  
    input  clock,
    input  [31:0]Read_Data,
    output read_write,  
    output [9:0] address,
    output [31:0] write_data
);
    parameter  request_total = 12; 
    reg [4:0]  request_num;
    reg        read_write_test[request_total-1:0];
    reg [9:0]  address_test[request_total-1:0];
    reg [31:0] write_data_test[request_total-1:0]; 
    initial begin
        #10 request_num = 0;
        read_write_test[0] = 1; address_test[0] = 10'b0110101000; write_data_test[0] = 10'h3ab;  
        read_write_test[1] = 0; address_test[1] = 10'b0110101000; write_data_test[1] = 0;  
        read_write_test[2] = 1; address_test[2] = 10'b0110101000; write_data_test[2] = 10'h3ac; 
        read_write_test[3] = 0; address_test[3] = 10'b0110101000; write_data_test[3] = 0; 
        read_write_test[4] = 0; address_test[4] = 10'b0100001000; write_data_test[4] = 0; 
        read_write_test[5] = 0; address_test[5] = 10'b0100101000; write_data_test[5] = 0; 
        read_write_test[6] = 0; address_test[6] = 10'b0110101000; write_data_test[6] = 0; 
        read_write_test[7] = 1; address_test[7] = 10'b0110101000; write_data_test[7] = 10'h3ad; 
        read_write_test[8] = 1; address_test[8] = 10'b0101101000; write_data_test[8] = 10'h3ae; 
        read_write_test[9] = 0; address_test[9] = 10'b0101101000; write_data_test[9] = 0; 
        read_write_test[10] = 0; address_test[10] = 10'b0110101000; write_data_test[10] = 0; 
        read_write_test[11] = 0; address_test[11] = 10'b0110101001; write_data_test[11] = 0; 
    end
    always @(posedge clock) begin
        if (hit_miss == 1) request_num = request_num + 1;
        else request_num = request_num;
    end
    assign address      = address_test[request_num];
    assign read_write   = read_write_test[request_num];
    assign write_data   = write_data_test[request_num]; 
endmodule
==> design/flow/run.sh <==
#!/bin/bash
# OpenROAD 26Q1-2900-gdf79404cd8, Yosys 0.63+post, stock flow scripts
make -C /OpenROAD-flow-scripts/flow DESIGN_CONFIG=/design/flow/config.mk WORK_HOME=/design/flow/orfs finish
==> impl_summary.log <==
[flow] collecting metrics
INFO  metric status = finished clean
INFO  metric power_leakage = 0.3604 nW
INFO  metric max_cap_violations = 0
INFO  metric grt_pass1_wl = 1600 um
INFO  metric worst_hold_startpoint = request_num[3]$_DFFE_PP_
INFO  metric syn2layout_area_growth = 23.39%
INFO  metric synth_flop_count = 4
INFO  metric crit_path_depth = 4
INFO  metric worstHoldEndpoint = request_num[3]$_DFFE_PP_
INFO  metric drc = 0
INFO  metric comb_area = 316.6 um2
INFO  metric timing.final.max_slew_violations = 0
INFO  metric finClkSkew = 0.002139 ns
INFO  metric detailedRoute.firstIterationViolations = 4
INFO  metric insertion_delay = 0.23 ns
INFO  metric drt_pre_antenna_iters = 2
INFO  metric r2r-start = request_num[1]$_DFFE_PP_
INFO  metric power_density_over_the_cells = 458.9 nW/um2
INFO  metric global_route.usage.total = 2.999%
INFO  metric r2r_end = request_num[2]$_DFFE_PP_
INFO  metric synth_area = 583.1 um2
INFO  metric htree_num_levels = 1
INFO  metric clock_tree.root_cell = sky130_fd_sc_hd__clkbuf_4
INFO  metric synth.yosys.chip_area = 583.1 um2
INFO  metric fp_util = 17.07%
INFO  metric worst_setup_hold_path_clk_slew = 0.04 ns
INFO  metric timing.critical_path.buf_inv = 2
INFO  metric cts_hold_repair.buffers = 0
INFO  metric tritoncts = built
INFO  metric antenna_found_initial = 0
INFO  metric synthTopCellsByCount = sky130_fd_sc_hd__buf_4 (35), sky130_fd_sc_hd__edfxtp_1 (4), sky130_fd_sc_hd__ha_1 (4)
INFO  metric drt_wl_total = 1157 um
INFO  metric die_y = 80 um
INFO  metric post-route-worst-setup-slack = 0.05662 ns
INFO  metric post-place-cells = 120
INFO  metric top_cell_area_share = 45.06%
INFO  metric dp_hpwl = 964.6 um
INFO  metric worst-endpoint-arrival = 1.62 ns
INFO  metric num-fill-cells = 392
INFO  metric async_reset_ff_share = 0%
INFO  metric synth-warning-count = 1
INFO  metric diodes = 0
INFO  metric synth_stat.cells = 66
INFO  metric peak_ir_drop_on_the_vdd_network = 0.1920 mV
INFO  metric grt_start_max_net_pins = 8
INFO  metric synth_cells = 66
INFO  metric ys_top_cells_by_area = sky130_fd_sc_hd__buf_4 (45%), sky130_fd_sc_hd__edfxtp_1 (21%), sky130_fd_sc_hd__ha_1 (8.6%), sky130_fd_sc_hd__mux2i_1 (3.4%), sky130_fd_sc_hd__nor2b_4 (2.4%)
INFO  metric die.size.x = 80 um
INFO  metric required = 1.68 ns
INFO  metric endpoint_kind = primary output
INFO  metric grt-ovfl-total = 0
INFO  metric worst_setup_path_start_kind = flop
INFO  metric path_delay_family = buffers and inverters
INFO  metric synthDistinctLibCells = 20
INFO  metric grt_pass1_vias = 380
INFO  metric finalWorstPathRequiredPeriod = 2.043 ns
INFO  metric hold_path.class = reg2reg
INFO  metric slowest_cp_cell = sky130_fd_sc_hd__clkdlybuf4s50_1
INFO  metric tool_warnings = 60
INFO  metric ordered_list_of_cells_on_the_worst_path = inv_2 > ha_4 > a21boi_1 > clkdlybuf4s50_1
INFO  metric synth-main-ff-cell = sky130_fd_sc_hd__edfxtp_1
INFO  metric post_layout_period_usage_of_the_worst_path = 97.30%
INFO  metric cp_max_fo = 4
INFO  metric num_io_pins = 77
INFO  metric design.die.area = 6400 um2
INFO  metric final_hold_viol_count = 0
INFO  metric enable_flop_cells = 4
INFO  metric reg2reg_setup_slack = 0.92 ns
INFO  metric dr_wl_cell = 9.110 um
INFO  metric yosysSeqAreaShare = 20.60%
INFO  metric yosys.area.top_type = sky130_fd_sc_hd__buf_4
INFO  metric io_buffer_count = 14
INFO  metric detail_route.vias_per_cell = 2.780
INFO  metric drtAntennaViolNets = 0
INFO  metric synthesis.area_per_instance = 8.834 um2
INFO  metric clk_path_buf_depth = 2
INFO  metric whs_path_depth = 2
INFO  metric post_route_cells_drive_above_1_share = 22.22%
INFO  metric dp_slack = 0.02570 ns
INFO  metric cts_sinks = 4
INFO  metric core_area = 3416 um2
INFO  metric flop_area = 120.1 um2
INFO  metric cts_inserted_buffers = 3
INFO  metric cpPeakStageDelay = 0.48 ns
INFO  metric num_vias = 353
INFO  metric rr_worst_depth = 3
INFO  metric max_clock_freq = 0.4894 GHz
INFO  metric flip_flop_count_of_the_largest_register_after_layout = 4
INFO  metric gp_congestion = 0.7348
INFO  metric most_common_cell = sky130_fd_sc_hd__buf_4
INFO  metric rows = 21
INFO  metric timing.setup.critical_path_class = reg2out
INFO  metric layout.cells.non_filler = 127
INFO  metric finalSetupViolCount = 0
## layout by cell type, fill, tap and decap left out, drive strengths merged
master / count
conb: 30
clkdlybuf4s50: 7
buf: 7
dlygate4sd2: 6
edfxtp: 4
ha: 4
clkbuf: 3
inv: 3
mux2i: 2
nor2: 2
nand3: 2
nor2b: 2
o21ai: 2
a21boi: 1
and2: 1
nand2: 1
o31ai: 1
xor2: 1
xnor2: 1
dlymetal6s2s: 1
## kinds of logic after synthesis
group,count (synthesis),share of synthesized area (%)
mux,2,3.434
buf+inv,40,49.78
compound gates,4,5.149
other cells,2,1.288
xor+xnor,2,3.005
simple gates,8,8.155
flops,4,20.60
fa+ha+maj,4,8.584
## metal layers
metal	share of wire, %	up-vias	global-route usage (%)
met5	0	-	0
met1	42	155	3.026
met3	13	0	1.932
li1	-	172	-
met2	45	26	5.217
met4	0	0	0.3521
## what timing repair did
action                                  in CTS  in global routing
gates cloned                                 0                  0
gates resized                               12                  5
buffers inserted                             2                  2
pin swaps                                    1                  2
endpoints found under the setup margin       8                  3
## report_power, final
part | total, mW | switching [mW] | internal, mW
Clock | 0.0915 | 0.0278 | 0.0637
Combinational | 0.126 | 0.0462 | 0.0801
Sequential | 0.112 | 0.0119 | 0.101
## worst max-delay path by stage
stage         slack [ns]                startpoint            end
CTS                0.004  request_num[1]$_DFFE_PP_  write_data[2]
global route       -0.04  request_num[0]$_DFFE_PP_  write_data[1]
finish              0.06  request_num[0]$_DFFE_PP_  write_data[1]
## worst register-to-register path: cells and delay by family, from the launching register on
kind | cells | cell delay, ns
xor+xnor | 1 | 0.13
fa+ha+maj | 1 | 0.22
buf+inv | 1 | 0.12
flops | 1 | 0.47
## stage by stage
step	hold WS (ns)	area, um2	total power, mW	setup TNS, ns	util, %
after CTS	0.6405	676.9	0.3323	0	19.82
after floorplan	0.5325	688.2	0.2150	0	-
final	0.7815	719.4	0.3301	0	21.06
after global placement	0.6686	629.4	0.2367	0	18.42
after global routing	0.8201	719.4	0.3590	-0.06026	21.06
after detailed placement	0.6585	629.4	0.2371	0	18.42
## area by class of cell
class / instances / area share (%)
multi-input cells: 50 / 44.00
inverters: 3 / 1.565
flip-flops and latches: 4 / 16.70
repair buffers: 21 / 26.61
well taps: 46 / 8.000
clock buffers: 3 / 3.130
No activity file was given, so power comes from the tool's default toggle rates.
