==> design/flow/design.v <==
`timescale 1ns / 1ps
module reg_32(read_reg1, read_reg2, write_reg, write_data, read_data1, read_data2, reg_write, clk);
    input [4:0] read_reg1, read_reg2, write_reg;
    input [31:0] write_data;
    input reg_write, clk;
    output reg [31:0] read_data1, read_data2;
    reg [31:0] regs [31:0];
    always @ (posedge clk) begin
        if(reg_write) regs[write_reg]=write_data;
        else begin
            read_data1=regs[read_reg1];
            read_data2=regs[read_reg2];
        end
    end
endmodule
==> design/flow/run.sh <==
#!/bin/bash
# OpenROAD 26Q1-2900-gdf79404cd8, Yosys 0.63+post, stock flow scripts
make -C /OpenROAD-flow-scripts/flow DESIGN_CONFIG=/design/flow/config.mk WORK_HOME=/design/flow/orfs finish
==> design/flow/config.mk <==
export PLATFORM = sky130hd
export DESIGN_NAME = reg_32
export DESIGN_NICKNAME = reg_32
export VERILOG_FILES = /design/flow/design.v
export SDC_FILE = /design/flow/constraint.sdc
export NUM_CORES = 4
export LEC_CHECK = 1
export CORE_UTILIZATION = 50
==> design/flow/constraint.sdc <==
current_design reg_32

set clk_period 7.9
set clk_io_pct 0.2

create_clock -name clk0 -period $clk_period [get_ports {clk}]

set non_clock_inputs [all_inputs -no_clocks]
set_input_delay [expr $clk_period * $clk_io_pct] -clock clk0 $non_clock_inputs
set_output_delay [expr $clk_period * $clk_io_pct] -clock clk0 [all_outputs]
==> flow_summary.yaml <==
# implementation run metrics
global_route:
  grt_use_met2: 0.747
  grt_pass1_wl_um: 353000
  grt_remaining_overflow: 0
  grt_usage: 0.631
  antenna_found_initial: 23
  first_global_vias: 41495
  use_met3: 0.615
  grt_max_degree: 47
  busiest_layer: "met2"
  met1_usage: 0.645
final_timing:
  rsz0062_at_grt: "no"
  drv_slew: 0
  hold_viol: 0
  final.setup.tns_ns: 0
  skew_ns: 0.0272
  fmax_mhz: 181
  period_used_share: 0.698
  worstMarginPinSlew_ns: 1.45
  relSlewSlack: 0.0263
  period_needed_ns: 5.51
  setup_viol: 0
critical_path:
  cp.arrival_ns: 5.86
  cp-start-kind: "input pin"
  cp.required_ns: 8.25
  critPathCaptureType: "flop"
  path_class: "in2reg"
  cp_max_fo: 35
clocking:
  cts_sinks: 1088
  tritoncts: "done"
  post_cts_buffers: 0
  insertion_delay_ns: 0.74
  cts.path.max_buffers: 3
  cts_htree_levels: 3
  path_clk_slew_ns: 0.06
  cts-root-buf: "clkbuf_16"
  numCtsBuffers: 111
  hold_buffers: 0
  cts_resized: 0
logic_synthesis:
  top_cells_by_area: "edfxtp_1, a22oi_1, a22o_1"
  synth-main-ff-cell: "edfxtp_1"
  synth-xor-area-share: 0
  synth-edff-count: 1088
  adder_share: 0
  ys_async_sr_fraction: 0
  mux_share: 0.0196
  ys_top_logic_family: "AND-OR/OR-AND gates"
  numSynthFlops: 1088
  yosysWarnings: 2
  netlist_area_mm2: 0.0466
  yosys.area_share.simple: 0.0741
  syn_area_per_cell_um2: 14.4
  yosys_area_mm2: 0.0466
  aoi_share: 0.180
  syn_inst: 3229
  synth_cell_types: 66
  yosys.stat.seqShare: 0.702
  yosysTopAreaCellShare: 0.702
  synth_top_cell_by_area: "edfxtp_1"
  ys_cells: 3229
cells_and_area:
  filler_cell_count: 6852
  lay_top_cells: "edfxtp_1, a22oi_1, buf_4"
  drive_above_1_share: 0.156
  lay_top_count: "edfxtp_1"
  area_delta_synth_final_pct: 16.8
  final_core_util: 0.592
  seq_area_mm2: 0.0327
  combGateArea_mm2: 0.0134
drt:
  ant_nets: 0
  wirelength_um: 269000
  detail_route.first_pass.iterations: 13
  drc_errors: 0
  wl_per_cell_um: 55.8
  drt_iter0_drc: 5910
  post_drt_via_cell_ratio: 8.44
  vias: 40708
placed_design:
  port_buffers: 112
  place_hpwl_um: 162000
  gp_congestion: 1.18
power:
  p_leak_nw: 17.4
  irDropWorstVdd_mv: 0.196
  power_density_mw_per_mm2: 239
outcome:
  status: "finished, final reports clean"
die:
  pin_count: 113
  die_x_um: 307
  rows: 111
  coreArea_mm2: 0.0919
  fp.dieH_um: 307
  dieArea_mm2: 0.0944
  fp_util: 0.507
flow_run:
  log.warning_count: 26
  maxCapViolCount: 0
min_path:
  min_path_type: "reg2reg"
cell families after synthesis:
logic type | after synthesis
mux | 88
simple gates | 704
flops | 1088
compound gates | 1105
buf+inv | 244
synthesized netlist by cell type, drive strengths merged (63+ instances only):
| cell type | count |
|---|---|
| a21oi | 70 |
| a22o | 98 |
| a22oi | 621 |
| buf | 156 |
| clkbuf | 77 |
| edfxtp | 1088 |
| mux2i | 64 |
| nand2 | 167 |
| nand3 | 63 |
| nand4 | 90 |
| nor2 | 196 |
| nor3 | 66 |
report_power, final:
group	leakage [nW]	total, mW	switching, mW	internal [mW]
logic	5.70	0.989	0.706	0.283
registers	9.87	6.53	0.0602	6.47
clock network	1.80	5.51	2.36	3.15
total	17.4	13.0	3.12	9.91
final timing paths:
check / start / end / slack, ns / cells past startpoint
max: reg_write / regs[0][24] / 2.39 / 8
min: regs[0][7] / read_data2[7] / 0.58 / 1
max reg2reg: regs[15][19] / read_data1[19] / 5.27 / 6
min reg2reg: regs[0][7] / read_data2[7] / 0.58 / 1
area by class of cell:
class                           instances  share of cell area
Tap cell                             1243              0.0286
Clock buffer                          125              0.0524
Multi-Input combinational cell       1897               0.247
Antenna cell                           26             0.00120
Clock inverter                         79              0.0163
Timing Repair Buffer                  355              0.0533
Sequential cell                      1088               0.600
Inverter                               11            0.000782
layer usage:
| metal | wire, um | up-vias |
|---|---|---|
| li1 | - | 14048 |
| met1 | 73400 | 19048 |
| met2 | 102000 | 5640 |
| met3 | 62600 | 1871 |
| met4 | 28200 | 101 |
| met5 | 2680 | - |
registers in the layout (all words and copies together) (netlist names):
name        flops
read_data1     32
regs         1024
read_data2     32
critical path: stages:
cell	delay, ns
clkdlybuf4s50_1	0.60
clkinv_2	0.10
buf_4	0.30
buf_4	0.49
nor2_1	0.49
nand2_1	0.34
nor2_4	0.94
buf_4	0.73
stage by stage:
stage	hold WS, ns	power, mW	worst slack, ns	cell area (um2)	std cells
finish	0.585	13.0	2.39	54400	4824
floorplan	0.543	6.97	3.18	46600	3229
global placement	0.564	7.55	2.30	50600	4594
detailed placement	0.567	7.55	2.04	50600	4594
CTS	0.589	12.9	2.78	54300	4798
global route	0.614	13.2	2.58	54400	4807
No activity file was given, so power comes from the tool's default toggle rates.
